<file path="flow/config.mk">
export PLATFORM = sky130hd
export DESIGN_NAME = processor
export DESIGN_NICKNAME = processor
export VERILOG_FILES = /design/flow/design.v
export SDC_FILE = /design/flow/constraint.sdc
export NUM_CORES = 4
export LEC_CHECK = 1
export CORE_UTILIZATION = 40
</file>
<file path="flow/constraint.sdc">
current_design processor

set clk_period 34.6
set clk_io_pct 0.2

create_clock -name clk0 -period $clk_period [get_ports {clk}]

set non_clock_inputs [all_inputs -no_clocks]
set_input_delay [expr $clk_period * $clk_io_pct] -clock clk0 $non_clock_inputs
set_output_delay [expr $clk_period * $clk_io_pct] -clock clk0 [all_outputs]
</file>
<file path="flow/design.v">
`default_nettype none
module processor( input         clk, reset,
                  output [31:0] pc,
                  input  [31:0] instruction,
                  output        WE,
                  output [31:0] address_to_mem,
                  output [31:0] data_to_mem,
                  input  [31:0] data_from_mem
                );
    wire [31:0]PCPlus4, plusimm, ImmOp, BranchTarget, tores, res, PCn, SrcA, SrcB, writedata;
    wire BranchBeq, BranchJal, BranchJalr, BranchJalx, zero, BranchOutcome, MemWrite;
    wire ALUSrc, MemToReg, RegWrite, reset;
    wire [2:0] ALUControl;
    wire [2:0] immControl; 
    adder pc4(pc, 4, PCPlus4);
    adder pcimm(pc, ImmOp, plusimm);
    mux32_1 branchJalop(address_to_mem, plusimm, BranchJalr, BranchTarget);
    mux32_1 muxa(PCPlus4, address_to_mem, BranchJalx, tores );
    mux32_1 muxres(data_from_mem, tores, MemToReg, res);
    mux32_1 muxPC(BranchTarget, PCPlus4, BranchOutcome, PCn);
    mux32_1 muxALU(ImmOp, writedata, ALUSrc, SrcB );
    alu ALU(SrcA, SrcB, ALUControl, address_to_mem, zero);
    registry registry(instruction [19:15], instruction [24:20], instruction [11:7],
                clk, RegWrite, SrcA, data_to_mem, res);
    pc ProgCount(PCn, clk, reset, pc);
    immDecode immdecoder(instruction, ImmOp, immControl);
    ControlUnit radic( instruction [31:0], BranchBeq, BranchJal, BranchJalr, RegWrite, MemToReg, MemWrite, ALUControl, ALUSrc, immControl [2:0]);
    branch branchout(BranchJalr, BranchJal, BranchBeq, zero, BranchJalx, BranchOutcome);
    assign writedata = data_to_mem;
    assign WE = MemWrite;
endmodule
module mux32_1(input [31:0] a, b, input select,
                 output reg [31:0] y);
    always @(*)
	if(select)
	y=a;
	else y=b;
endmodule
module adder(input [31:0] a,  b, output [31:0] sum);
    assign sum=a+b;
endmodule
module alu (
    input [31:0] SrcA, input [31:0] SrcB, input [2:0] ALUControl, 
    output reg [31:0] ALUResult, output reg zero );
    always @(*) begin
        casez (ALUControl)
        3'b000 :  ALUResult = SrcA + SrcB; 
        3'b001 : ALUResult = SrcA - SrcB;
        3'b010 : ALUResult = SrcA & SrcB;
        3'b011 :ALUResult = $signed(SrcA) >> $signed(SrcB[4:0]);
        3'b100 : ALUResult = $signed(SrcA) >= $signed(SrcB);
        3'b101 : ALUResult = SrcB;
        3'b111 : ALUResult = SrcA[30:23] - 8'd127;
    endcase
                zero = (ALUResult == 0);
    end
endmodule
module pc( input [31:0] PCN, input clk, input reset, output reg [31:0] pc);
    always @(posedge clk or posedge reset) begin
        casez (reset)
            1'b0 : pc = PCN;
            1'b1 : pc = 32'b0;
        endcase
    end
endmodule
module immDecode(input [31:0] instruction, output reg [31:0] ImmOp, input [2:0] operand);
    always @(*) begin
        casez (operand)
            3'b000 : ImmOp = 32'b0;  
            3'b001 : ImmOp = {{20{instruction[31]}},instruction[31:20]};  
            3'b010 : ImmOp = {{20{instruction[31]}},instruction[31:25],instruction[11:7]};  
            3'b011 : ImmOp = {{19{instruction[31]}},instruction[31],instruction[7],instruction[30:25],instruction[11:8], 1'b0};  
            3'b100 : ImmOp = { instruction[31:12], 12'b0};  
            3'b101 : ImmOp = {{11{instruction[31]}},instruction[31],instruction[19:12],instruction[20],instruction[30:21],1'b0};  
            default: ImmOp = 32'b0;
        endcase
    end
endmodule
module ControlUnit(input [31:0] instruction, output reg BranchBeq, output reg BranchJal, output reg BranchJalr, output reg RegWrite, output reg MemToReg, output reg MemWrite, output reg [2:0] ALUControl, output reg ALUSrc, output reg [2:0] immControl);
    always @(*) begin
        BranchBeq = 0;
        BranchJal = 0;
        BranchJalr = 0;
        RegWrite = 0;
        MemToReg = 0;
        MemWrite = 0;
        ALUControl = 3'b000;
        ALUSrc = 0;
        immControl = 3'b000;
        casez (instruction [6:0])
            7'b0110011 : begin
                RegWrite=1;
                immControl=3'bxxx;
                casez (instruction [14:12])
                    3'b000 : begin
                        casez (instruction [31:30] )
                        2'b00 : ALUControl = 3'b000;
                        2'b01 : ALUControl = 3'b001;
                        endcase
                    end
                    3'b111 : ALUControl = 3'b010;
                    3'b101 : ALUControl = 3'b011;
                endcase
            end
            7'b0010011 : begin
                ALUSrc = 1;
                RegWrite = 1;
                ALUControl = 3'b000; 
                immControl = 3'b001;  
            end
            7'b1100011 : begin    
                immControl = 3'b011;  
                MemToReg = 0;
                BranchBeq = 1;              
                casez(instruction[14:12])
                    3'b000 : ALUControl = 3'b001;  
                    3'b100 : begin 
                        ALUControl = 3'b100;  
                    end
                endcase
            end
            7'b0000011 : begin
               ALUControl = 3'b000;  
               immControl = 3'b001;  
               RegWrite = 1;
               ALUSrc = 1;
               MemToReg = 1;
            end
            7'b0100011 : begin
                ALUControl = 3'b000;  
                MemWrite = 1;
                ALUSrc = 1;
                immControl = 3'b010; 
            end
            7'b0110111 : begin 
                RegWrite = 1; 
                immControl = 3'b100;  
                ALUSrc = 1;
                ALUControl = 3'b101;
            end
            7'b1101111 : begin
                immControl = 3'b101;  
                RegWrite = 1;
                ALUSrc = 1'bx;
                ALUControl = 3'bxxx;
                BranchJal=1;  
            end
            7'b1100111 : begin
                immControl = 3'b001;
                RegWrite = 1;
                ALUSrc = 1;
                BranchJalr= 1;
                ALUControl = 3'b000;  
            end
            7'b0001011 : begin
             RegWrite = 1;
             ALUControl = 3'b111;
             ALUSrc = 0;
             immControl = 3'b001;  
            end
        endcase
    end
endmodule
module branch(input BranchJalr, input BranchJal, input BranchBeq, input zero, output BranchJalx, output BranchOutcome );
    assign BranchJalx = BranchJalr | BranchJal;
    assign BranchOutcome = (BranchBeq & zero) | BranchJalx;
endmodule
module registry (
    input [4:0] A1, input [4:0] A2, input [4:0] A3, input CLK, input WE3,
    output reg [31:0] RD1, output reg [31:0] RD2, input [31:0] WD3 );
    reg [31:0] registry [31:0];
    always@(*)
    begin
        registry[0] = 0;
        RD1 = registry[A1];
        RD2 = registry[A2];
    end
    always @(posedge CLK) begin
            if(A3!=0 && WE3 == 1)   
                registry[A3] = WD3; 
        end
endmodule
`default_nettype wire
</file>
<file path="flow/run.sh">
#!/bin/bash
# OpenROAD 26Q1-2900-gdf79404cd8, Yosys 0.63+post, stock flow scripts
make -C /OpenROAD-flow-scripts/flow DESIGN_CONFIG=/design/flow/config.mk WORK_HOME=/design/flow/orfs finish
</file>
==> run_results.csv <==
group,metric,value,unit
run_status,outcome,"finished clean",
global_routing,grtUsageMet3,38.51,%
global_routing,grt_pass1_wl,418.8,mm
synth,ys_sh_simple,15.16,%
global_routing,grt_util_met1,51.74,%
global_routing,met2_usage,64.17,%
pwr,power_leakage,0.02303,uW
final_timing,unclocked_pins,32,
synth,synthXorXnorAreaFrac,1.478,%
final_timing,skew,0.04336,ns
cts,cts_resized,0,
route,route.detailed.wl_per_inst,45.54,um
floorplan,rows,135,
setup_path,cp-end-kind,"primary output",
global_routing,grtUsageTotal,48.23,%
setup_path,worst-path-max-fanout,30,
synth,yosysTopAreaCellShare,54.65,%
setup_path,critical_path_buf_inv_count,8,
setup_path,crit_top_cell,"buf_4",
setup_path,max_stage_delay,0.71,ns
cts,clk_path_buf_depth,3,
synth,yosysCellCount,4729,
global_routing,grt_max_degree,58,
route,drc_errors,0,
synth,muxShareOfSynthArea,2.179,%
route,dr_total_vias,50320,
placed_design,portBuffers,162,
cts,cts_buffers,111,
route,antenna_left,0,
worst_hold_path,hold_class,"register to register",
placed_design,dpl.hpwl,197.5,mm
setup_path,arrival,16.07,ns
floorplan,coreArea,135300,um2
cts,holdBufCountCts,0,
pwr,power,3535,uW
synth,ys.flop_type,"edfxtp_1",
synth,synth_area_per_cell,11.53,um2
final_timing,max_slew.worst_pin.slew,1.090,ns
global_routing,grt_pass1_vias,49850,
cts,root_buffer,"clkbuf_16",
floorplan,boundaryPins,163,
final_timing,tns,0,ns
cts,cts_tree,"done",
synth,ys.flops,1056,
global_routing,antenna_found_initial,31,
final_timing,hold_viol,0,
final_timing,fmaxAchievable,43.49,MHz
setup_path,start_kind,"primary input",
cts,clkLatencyLatePin,0.77,ns
synth,yosys.area_share.adder,2.337,%
cts,path_clk_slew,0.06,ns
placed_design,gp_congestion,1.034,
setup_path,critical_path.slowest_cell,"buf_4",
floorplan,die_w,371.1,um
final_timing,period_minus_slack,22.99,ns
layout,fin_util,47.07,%
synth,ys_area,54500,um2
setup_path,critPathKind,"primary input to primary output",
final_timing,timing.final.crit_share,66.46,%
setup_path,cp_top_family,"AND-OR/OR-AND gates",
final_timing,setup_viol,0,
floorplan,fp.dieH,371.1,um
synth,ys_types,101,
route,drt-initial-drc-count,6004,
synth,common_cells,"edfxtp_1 (992), a22oi_1 (676), and3_1 (332)",
synth,largest_area_cell,"edfxtp_1",
worst_hold_path,hp-start,"ProgCount.pc[0]$_DFFE_PP0P_",
layout,drive_gt1_share,12.90,%
synth,aoi_share,18.75,%
synth,yosys_warnings,7,
route,viasPerCell,7.324,
final_timing,untimed_endpoints,32,
run,max_cap_violations,0,
final_timing,grt_setup_unrepaired,"false",
final_timing,relSlewSlack,27.19,%
route,dr.pass1.iters,7,
synth,syn_inst,4729,
global_routing,grt_overflow,0,
run,tool_warnings,58,
layout,syn_to_final_growth,16.84,%
setup_path,timing.rr.start,"registry.registry[29][0]$_DFFE_PP_",
route,drt_wl_total,312.8,mm
synth,synth_area,54500,um2
setup_path,crit_start,"instruction[24]",
final_timing,drv_slew,0,
cts,htreeDepth,3,
synth,async_flop_share,3.030,%
setup_path,cp_data_required_time,27.68,ns
floorplan,chipArea,137700,um2
synth,enable_flop_cells,992,
pwr,ir_drop,0.00003909,V
global_routing,grt-busiest-layer,"met2",
cts,post-cts-setup-buffers,0,
pwr,p_per_area,55.51,nW/um2
synth,logic_family,"AND-OR/OR-AND gates",
synth,topCellsByArea,"edfxtp_1 (55%), a22oi_1 (9.3%), and3_1 (3.8%)",
floorplan,initial_core_util,40.28,%
synth,top_cell,"edfxtp_1",
-- cells in the final DEF, fill, tap and decap left out, types with 23 or more instances in the layout --
| cell | Yosys | layout |
|---|---|---|
| o22ai_1 | 23 | 23 |
| clkbuf_16 | 0 | 112 |
| mux2i_1 | 89 | 89 |
| edfxtp_1 | 992 | 992 |
| nor2_1 | 311 | 216 |
| ha_1 | 97 | 97 |
| nor2_4 | 0 | 89 |
| or3_1 | 32 | 32 |
| dfrtp_1 | 32 | 32 |
| dlxtn_1 | 32 | 32 |
| a2111oi_0 | 86 | 86 |
| a22oi_1 | 676 | 676 |
| buf_4 | 6 | 264 |
| diode_2 | 0 | 36 |
| or4_1 | 44 | 44 |
| clkinv_2 | 0 | 23 |
| clkdlybuf4s50_1 | 0 | 157 |
| o21ai_0 | 103 | 70 |
| xnor2_1 | 51 | 51 |
| conb_1 | 1 | 32 |
| xor2_1 | 41 | 41 |
| a21oi_1 | 138 | 138 |
| o21bai_1 | 25 | 25 |
| nand3b_1 | 27 | 27 |
| o21ai_2 | 1 | 32 |
| nand2_1 | 311 | 310 |
| a221oi_1 | 34 | 34 |
| inv_1 | 83 | 83 |
| a222oi_1 | 32 | 32 |
| nand3_1 | 140 | 140 |
| and3_1 | 332 | 332 |
| nor3_1 | 69 | 66 |
| nand4_1 | 121 | 121 |
-- path summary, 6_finish.rpt --
kind	end	slack, ns	cells after the start
max reg2reg	ProgCount.pc[3]$_DFF_PP0_	26.28	26
max in group asynchronous	ProgCount.pc[0]$_DFFE_PP0P_	27.62	3
min reg2reg	ProgCount.pc[0]$_DFFE_PP0P_	0.62	1
min	ProgCount.pc[0]$_DFFE_PP0P_	0.62	1
max	address_to_mem[26]	11.61	27
min in group asynchronous	ProgCount.pc[8]$_DFF_PP0_	6.59	3
-- power breakdown --
part,total [uW],switching [uW],internal (uW),leakage [uW]
sequential,1510,29.7,1480,0.00953
combinational,811,558,253,0.0117
clock,1210,531,683,0.00176
-- state kept, by name, indices dropped and copies added (netlist names) --
name and cells:
registry.registry 992, ALU.ALUResult 32, ProgCount.pc 32
-- logic make-up after synthesis --
kind of cell / Yosys count
DFF: 1024
AOI/OAI and AO/OA: 1378
buffers and inverters: 427
and+or+nand+nor: 1562
other: 1
muxes: 113
adders and majority gates: 100
xor gates and xnor gates: 92
latches: 32
-- stage by stage --
step	instances	cell area [um2]	setup WS, ns	hold slack (ns)
2_1_floorplan	4760	54620	15.43	0.5101
3_3_place_gp	6629	59970	11.92	0.5907
3_5_place_dp	6629	59970	11.93	0.5971
4_1_cts	6834	63590	11.87	0.6191
5_1_grt	6844	63620	11.51	0.6330
6_report	6870	63680	11.61	0.6177
-- cell type report --
cell class	instances	area, um2
antenna	36	90.09
clock buffer	131	2874
clock inverter	74	749.5
fill	12020	71620
inverter	89	334.1
multi-input combinational	3277	22760
sequential	1056	31070
tap	1781	2228
timing repair buffer	426	3578
-- worst reg2reg max path, delay by kind of cell (launching register included) --
kind                     cells  cell delay [ns]
AND/OR/NAND/NOR              8             2.07
flip-flops                   1             0.42
XOR/XNOR                     1             0.14
buffers and inverters        3             1.16
multiplexers                 1             0.42
AND-OR/OR-AND               11             3.12
adder cells (fa/ha/maj)      2             0.83
-- metal layers --
| layer | part of all wire [%] | up-vias |
|---|---|---|
| met5 | 0.72 | - |
| met2 | 41 | 5138 |
| met3 | 19 | 1505 |
| met1 | 31 | 24100 |
| li1 | - | 19490 |
| met4 | 8.3 | 83 |
No activity file was given, so power comes from the tool's default toggle rates.
